`/design/flow/design.v`:
```
`timescale 1ns / 1ps
module Game(
		clk, en, reset, punch1, kick1, wait1, jump1, left1, right1,
		punch2, kick2, wait2, jump2, left2, right2,
		pos11, pos12, pos13, gameOver1, pos21, pos22, pos23, gameOver2,
		SEG_SEL, SEG_DATA
);
		input clk, en, reset, punch1, kick1, wait1, jump1, left1, right1;
		input punch2, kick2, wait2, jump2, left2, right2;
		output pos11, pos12, pos13, gameOver1, pos21, pos22, pos23, gameOver2;
		wire [1:0] hp1, hp2;
		output [4:0] SEG_SEL;
		output [7:0] SEG_DATA;
		wire clkOut; 
		wire clkOutForSeven; 
		freqDivider fd(clk, clkOut);
		freqDividerForSevenSegment fdS(clk, clkOutForSeven);
		Logic gameLogic(clkOut, en, reset, punch1, kick1, wait1, jump1, left1, right1,
		punch2, kick2, wait2, jump2, left2, right2,
		hp1, gameOver1, pos11, pos12, pos13, hp2, gameOver2, pos21, pos22, pos23);
		SevenSeg ss(clkOutForSeven, hp1, hp2, SEG_SEL, SEG_DATA);
endmodule
`timescale 1ns / 1ps
module Logic(
		clk, en, reset, punch1, kick1, wait1, jump1, left1, right1,
		punch2, kick2, wait2, jump2, left2, right2,
		hp1, gameOver1, pos11, pos12, pos13, hp2, gameOver2, pos21, pos22, pos23
);
		input clk, en, reset, punch1, kick1, wait1, jump1, left1, right1;
		input punch2, kick2, wait2, jump2, left2, right2;
		output pos11, pos12, pos13, gameOver1, pos21, pos22, pos23, gameOver2;
		output [1:0] hp1, hp2;
		reg rest1, gameOver1, rest2, gameOver2;
		reg [1:0] hp1, pos1, hp2, pos2;
	initial
	begin
		rest1=0;
		rest2=0;
		pos1=3;
		pos2=3;
		hp1=3;
		hp2=3;
		gameOver1=0;
		gameOver2=0;
	end
	assign pos13 = pos1[1] & pos1[0];
	assign pos12 = pos1[1] & !pos1[0];
	assign pos11 = !pos1[1] & pos1[0];
	assign pos23 = pos2[1] & pos2[0];
	assign pos22 = pos2[1] & !pos2[0];
	assign pos21 = !pos2[1] & pos2[0];
	always @ (posedge clk) begin
		if(reset)
		begin
			rest1=0;
			rest2=0;
			pos1=3;
			pos2=3;
			hp1=3;
			hp2=3;
			gameOver1=0;
			gameOver2=0;
		end
		if(en && !gameOver1 && !gameOver2) begin
			if(left1 && pos1<3) pos1 = pos1 + 1;
			if(left2 && pos2>1) pos2 = pos2 - 1;
			if(right1 && pos1>1) pos1 = pos1- 1;
			if(right2 && pos2<3) pos2 = pos2+ 1;
			if(!wait1) rest1=0;
			if(!wait2) rest2=0;
			if(wait1 && !rest1) rest1 = 1;
			else if(wait1)
				begin
					rest1 = 0;
					hp1 = hp1!=3 ? hp1+1 : hp1;
				end
			if(wait2 && !rest2) rest2 = 1;
			else if(wait2)
				begin
					rest2 = 0;
					hp2 = hp2!=3 ? hp2+1 : hp2;
				end
			if(pos1==1 && pos2==1)
			begin
				if(punch1 && punch2)
				begin
					pos1 = 2;
					pos2 = 2;
				end
				else if(punch1 && !jump2) hp2 = hp2==3 ? 1 : 0;
				else if(punch2 && !jump1) hp1 = hp1==3 ? 1 : 0;
				else if(kick1 && !jump2) hp2 = hp2!=0 ? hp2-1 : 0;
				else if(kick2 && !jump1) hp1 = hp1!=0 ? hp1-1 : 0;
			end
			if(pos1==2 && pos2==1 || pos1==1 && pos2==2)
			begin
				if(kick1 && kick2)
				begin
					pos1 = pos1+1;
					pos2 = pos2+1;
				end
				else if(kick1 && !jump2) hp2 = hp2!=0 ? hp2-1 : 0;
				else if(kick2 && !jump1) hp1 = hp1!=0 ? hp1-1 : 0;
			end
			if(hp1==0) gameOver1=1;
			if(hp2==0) gameOver2=1;
		end
	end
endmodule
`timescale 1ns / 1ps
module SevenSeg(clk, hp1, hp2, SEG_SEL, SEG_DATA);
	input clk;
	input [1:0] hp1;
	input [1:0] hp2;
	output reg [4:0] SEG_SEL;
	output reg [7:0] SEG_DATA;
	reg control=0;
	always @ (posedge clk)
	begin
		if(control)
		begin
			case(hp1)
				2'b00 : SEG_DATA = 8'b00111111;
				2'b01 : SEG_DATA = 8'b00000110;
				2'b10 : SEG_DATA = 8'b01011011;
				2'b11 : SEG_DATA = 8'b01001111;
			endcase
			SEG_SEL=5'b01000;
		end
		else
		begin
			case(hp2)
				2'b00 : SEG_DATA = 8'b00111111;
				2'b01 : SEG_DATA = 8'b00000110;
				2'b10 : SEG_DATA = 8'b01011011;
				2'b11 : SEG_DATA = 8'b01001111;
			endcase
			SEG_SEL=5'b00001;
		end
		control = ~control;
	end
endmodule
`timescale 1ns / 1ps
module freqDivider (clkIn, clkOut);
	input clkIn;
	output clkOut;
	reg clkOut;
	reg[25:0] counter=0;
	always @ (posedge clkIn)
	begin
		if(counter == 30000000-1)
		begin
			counter <= 0;
			clkOut <= ~clkOut;
		end
		else
		begin
			counter <= counter+1;
		end
	end
endmodule
`timescale 1ns / 1ps
module freqDividerForSevenSegment (clkIn, clkOut);
	input clkIn;
	output clkOut;
	reg clkOut;
	reg[25:0] counter=0;
	always @ (posedge clkIn)
	begin
		if(counter == 100000 - 1)
		begin
			counter <= 0;
			clkOut <= ~clkOut;
		end
		else
		begin
			counter <= counter+1;
		end
	end
endmodule
```
`/design/flow/run.sh`:
```
#!/bin/bash
# OpenROAD 26Q1-2900-gdf79404cd8, Yosys 0.63+post, stock flow scripts
make -C /OpenROAD-flow-scripts/flow DESIGN_CONFIG=/design/flow/config.mk WORK_HOME=/design/flow/orfs finish
```
`/design/flow/config.mk`:
```
export PLATFORM = sky130hd
export DESIGN_NAME = Game
export DESIGN_NICKNAME = Game
export VERILOG_FILES = /design/flow/design.v
export SDC_FILE = /design/flow/constraint.sdc
export NUM_CORES = 4
export LEC_CHECK = 1
export CORE_UTILIZATION = 30
```
`/design/flow/constraint.sdc`:
```
current_design Game

set clk_period 5.8
set clk_io_pct 0.2

create_clock -name clk0 -period $clk_period [get_ports {clk}]

set non_clock_inputs [all_inputs -no_clocks]
set_input_delay [expr $clk_period * $clk_io_pct] -clock clk0 $non_clock_inputs
set_output_delay [expr $clk_period * $clk_io_pct] -clock clk0 [all_outputs]
```
==> impl_metrics.toml <==
# flow metrics
[clock_network]
root_buffer = "clkbuf_16"
cts_setup_buffers = 0
cts_tree = "done"
cts_max_level = 2
clk_latency_ns = 0.29
holdBufCountCts = 0
cts_made_buffers = 5
path_clk_slew_ns = 0.07
cts_repair_resize_count = 0
clockBufferDepth = 2

[synth]
postSynthAreaPerCell_sq_um = 8.764
synth_flops = 74
ys_seq_frac = 0.4108
syn_area_sq_um = 3655
yosysWarnings = 4
ys.flop_type = "dfxtp_1"
synth.distinct_cells = 65
edf_count = 2
async_flop_share = 0
netlist.area_leader.share = 0.3944
synth_area_leader_cell = "dfxtp_1"
syn_inst = 417
synthTopCellsByArea = "dfxtp_1, xor2_1, xnor2_1, nor2_1, nand3_1"
yosys_area_sq_um = 3655
yosys-stat-cells = 417

[grt]
overflow = 0
grt_pass1_vias = 2637
grt_max_degree = 27
grt_usage = 0.1119
grt_first_pass_wirelength_um = 11810
grt_antenna_before_repair = 0

[critical_path]
critPathSlowestCell = "or4b_2"
crit_chain = "or4b_2 > nor4_1 > and3_1"
crit_start = "fd.counter[13]$_SDFF_PN0_"
crit_required_ns = 5.73
reg2reg_from = "fd.counter[13]$_SDFF_PN0_"
path_class = "flop to flop"
worstSetupStartpointType = "flop"
cp.buffers_inverters = 0
worstSetupEndpointType = "flop"
slowest_delay_ns = 0.68
cp_top_family = "simple AND/OR/NAND/NOR gates"
crit_fanout = 15
arrival_ns = 2.08

[floorplanning]
io_pins = 36
rows = 39
die_w_um = 112.4
die-height_um = 112.4
fp-utilization = 0.3134
chipArea_sq_um = 12630
core_sq_um = 11660

[place]
gp_congestion = 0.7651
place_area_sq_um = 4046
port_buffers = 30
dp_hpwl_um = 4869

[drt]
drc = 0
wirelength_um = 6532
wl_per_cell_um = 11.18
diodes = 0
viasPerCell = 4.755
drtAntennaViolNets = 0
drt-initial-drc-count = 127
dr_total_vias = 2777
dr.pass1.iters = 4

[layout]
area_growth_pct = 15.44
fillers = 1151
final_area_sq_um = 4219
lay_top_cells = "dfxtp_1, nor2_1, nand3_1"
fin_util = 0.3618
layout-drive-gt1-share = 0.04308
lay_top_count = "dfxtp_1"
mi_logic_area_sq_um = 2006
seq_area_sq_um = 1501

[pwr]
power.leakage_nw = 1.587
powerDensity_nw_per_um2 = 179.6
irDropWorstVdd_uv = 150.2
p_total_mw = 0.7577

[timing]
post-route-min-period_ns = 2.154
worst_pin_slew_ns = 0.7351
clock_skew_ns = 0.01088
setup_violations = 0
timing.setup.tns_ns = 0
slew_violations = 0
unclocked_pins = 20
relSlewSlack = 0.5099
rsz0062_at_grt = "false"
hold_violations = 0
untimed_endpoints = 36
finalCritPeriodShare = 0.3713
fmax_mhz = 464.3

[status]
status = "completed"

[flow_run]
warning_count = 27
maxCapViolCount = 0

[min_path]
hp-class = "flop to flop"
hp-start = "fd.counter[0]$_SDFF_PN0_"
[worst reg2reg max path, stage by stage (launching register included)]
cell and delay [ns]:
dfxtp_1 0.34, or4b_2 0.68, nor4_1 0.25, and3_1 0.53
[sequential cells by signal, indices dropped and copies added (netlist names)]
name / cells
ss.SEG_SEL: 2
fdS.clkOut: 1
gameLogic.pos2: 2
ss.control: 1
fdS.counter: 26
fd.counter: 26
gameLogic.hp1: 2
ss.SEG_DATA: 5
fd.clkOut: 1
gameLogic.rest2: 1
gameLogic.hp2: 2
gameLogic.rest1: 1
gameLogic.gameOver1: 1
gameLogic.pos1: 2
gameLogic.gameOver2: 1
[cells by family after synthesis]
kind of cell / after synthesis / share of synthesized area
AND-OR/OR-AND: 59 / 0.1116
XOR/XNOR: 50 / 0.1198
adder cells (fa/ha/maj): 8 / 0.02739
buffers and inverters: 32 / 0.04347
flip-flops: 74 / 0.4108
multiplexers: 7 / 0.02225
other: 2 / 0.002055
AND/OR/NAND/NOR: 185 / 0.2626
[stage by stage]
step | setup WS [ns] | hold WS [ns] | std cells
2_1_floorplan | 3.753 | 0.4175 | 420
3_3_place_gp | 3.671 | 0.4292 | 576
3_5_place_dp | 3.652 | 0.4386 | 576
4_1_cts | 3.654 | 0.4526 | 584
5_1_grt | 3.552 | 0.4786 | 584
6_report | 3.646 | 0.4490 | 584
[worst paths after layout]
| path | endpoint | slack [ns] | cells past startpoint |
|---|---|---|---|
| setup / recovery | fd.clkOut$_DFFE_PN_ | 3.65 | 3 |
| hold / removal | fd.counter[0]$_SDFF_PN0_ | 0.45 | 1 |
| setup reg to reg | fd.clkOut$_DFFE_PN_ | 3.65 | 3 |
| hold reg to reg | fd.counter[0]$_SDFF_PN0_ | 0.45 | 1 |
[cell type report]
cell class              count  share of cell area
multi-input cells         314              0.4754
clock buffers               5             0.02966
repair buffers             31             0.07295
clock inverters             3             0.01127
well taps                 143             0.04241
flip-flops and latches     74              0.3559
inverters                  14             0.01246
[where the power goes]
group | switching (mW) | internal [mW]
combinational | 0.0257 | 0.0226
clock | 0.131 | 0.206
sequential | 0 | 0.373
total | 0.157 | 0.601
[metal layers]
metal / part of all wire / track usage / vias to the layer above
li1: - / - / 1504
met1: 0.54 / 0.1755 / 1220
met2: 0.42 / 0.1756 / 46
met3: 0.031 / 0.01266 / 7
met4: 0.0096 / 0.01067 / 0
met5: 0 / 0 / -
[synth_stat cells (3+ instances only)]
master,n
nor4_1,5
nor3b_1,3
nand4b_1,3
nor2_1,43
dfxtp_1,72
a21oi_1,14
mux2i_1,4
and3_1,10
a31oi_1,4
nand3_1,32
nand4_1,12
nand2b_1,7
clkbuf_1,9
ha_1,8
nand2_1,30
nor2b_1,8
xnor2_1,23
buf_4,6
or3_1,5
o21ai_0,6
nor3_1,11
and2_1,4
a21o_1,4
xor2_1,27
inv_1,13
o21ai_1,3
Power and IR drop assume default switching activity.
